==> ./design.v <==
`timescale 1ns/ 1ps
module BCD_control(
	input [3:0] digit1,  
	input [3:0] digit2,  
	input [3:0] digit3,  
	input [3:0] digit4,  
	input [6:0] segm1,
	input [6:0] segm2,
	input [6:0] segm3,
	input [6:0] segm4,
	input [1:0]refreshcounter,
	output reg[3:0] digito=0,
	output reg [7:0] segmentos 
);
always@(refreshcounter)
begin
	case(refreshcounter)
	2'b00:
	begin
		digito = digit1;
		segmentos = segm1;
		end
	2'b01:
	begin
		digito = digit2;
		segmentos = segm2;
		end
	2'b10:
	begin
		digito=digit3;
		segmentos = segm3;
		end
	2'b11:
	begin
		digito=digit4;
		segmentos = segm4;
		end
	endcase
	segmentos[7] = 1;
end
endmodule
==> ./run.sh <==
#!/bin/bash
# OpenROAD 26Q1-2900-gdf79404cd8, Yosys 0.63+post, stock flow scripts
make -C /OpenROAD-flow-scripts/flow DESIGN_CONFIG=/design/flow/config.mk WORK_HOME=/design/flow/orfs finish
==> ./config.mk <==
export PLATFORM = sky130hd
export DESIGN_NAME = BCD_control
export DESIGN_NICKNAME = BCD_control
export VERILOG_FILES = /design/flow/design.v
export SDC_FILE = /design/flow/constraint.sdc
export NUM_CORES = 4
export LEC_CHECK = 1
export CORE_AREA = 10 10 70 70
export DIE_AREA = 0 0 80 80
==> ./constraint.sdc <==
current_design BCD_control

set clk_period 1.5
set clk_io_pct 0.2

create_clock -name clk0 -period $clk_period

set non_clock_inputs [all_inputs -no_clocks]
set_input_delay [expr $clk_period * $clk_io_pct] -clock clk0 $non_clock_inputs
set_output_delay [expr $clk_period * $clk_io_pct] -clock clk0 [all_outputs]
==> job_summary.md <==
### Metrics collected by this job

| Metric | Value |
|---|---|
| Placed cell count | `roughly 120` |
| Height of the chip | `about 80 microns` |
| Distinct lib cells used | `6` |
| IO Pins | `around 58` |
| Worst Hold Launch | `refreshcounter[0]` |
| Post-CTS Setup Repair Bufs | `0` |
| Cells in synth_stat.txt | `15` |
| Crit end category | `output port` |
| Global-route wire length before repair | `2990 microns` |
| Power per Cell Area | `between 200 and 250 nW/um^2` |
| Number of standard cells in the final layout excluding fillers | `roughly 120` |
| Fp util | `roughly 8.2%` |
| Diodes inserted | `0` |
| Final weighted congestion in routability-driven placement | `about 0.77` |
| Fin Setup TNS | `0 ns` |
| Antenna-violating nets left | `0` |
| Number of remaining DRC errors | `0` |
| Core ar. | `3420 sq um` |
| Clock tree buffer count of the final layout | `0` |
| Site Rows | `21` |
| Number of antenna violations at the first check in global routing | `0` |
| Max Cap Violations | `0` |
| Overall die width | `around 80 microns` |
| Slowest cell on the critical path | `sky130_fd_sc_hd__mux4_2` |
| Hold Vio Cnt, Final | `0` |
| Series of cell instances along the critical path | `buf_6 -> buf_12 -> mux4_2 -> buf_2` |
| Path category of the worst min-delay check | `input pin to output port` |
| Sum of net half-perimeters after detailed placement | `1770 microns` |
| Number of search-and-repair iterations in the first detailed-routing pass | `2` |
| Number of standard cells after synthesis | `15` |
| Average cell area after synthesis | `about 19 sq um` |
| Final setup violation count | `0` |
| Count of vias placed by the detailed router | `approximately 400` |
| End point of the worst hold path | `segmentos[6]` |
| Startpoint type of the worst setup path | `input pin` |
| DRT iter0 DRCs | `9` |
| Worst Path Class, Setup | `input pin to output port` |
| Layout cell share with drive strength beyond 1 | `37.0%` |
| Average via count per standard cell | `about 3.4` |
| Final Max Tran Viols | `0` |
| Post-synthesis to final-layout area growth | `201%` |
| Post-DR wirelength/cell | `about 16 microns` |
| Total Routing Usage GR | `roughly 5.9%` |
| Fin util | `about a quarter` |
| Pwr Total | `190 uW` |
| Seq. cell area | `0 sq um` |
| Unrepaired setup endpoints after global routing | `false` |
| Peak VDD IR | `63.9 uV` |
| CP Data Required Time | `1.20 ns` |
| YS chip area | `about 280 sq um` |
| Portion of the post-synthesis area used by sequential elements | `0%` |
| Pin count of the biggest net entering global routing | `7` |
| Total tool warning count | `32` |
| Flip-flop and latch count | `0` |
| Tally of buffers added on design ports | `~57` |
| Area of the mapped netlist | `approximately 280 sq um` |
| Number of global-route vias before repair | `just over 500` |
| F_max | `between 0.6 and 0.7 GHz` |
| Static power due to leakage | `0.000394 uW` |
| Main area contributors | `sky130_fd_sc_hd__mux4_2, sky130_fd_sc_hd__mux4_1, sky130_fd_sc_hd__buf_6` |
| Area leader share | `between 80% and 90%` |
| Largest area contributor in the netlist | `sky130_fd_sc_hd__mux4_2` |
| Final worst path period share | `a little over nine tenths` |
| Area of the die | `~6400 sq um` |
| Yosys warning tally | `1` |
| Critical path arrival | `1.14 ns` |
| Final global-route overflow total | `0` |
| Number of cells on the worst hold path | `3` |
| Routed wire length | `just under 2000 microns` |
| Status | `finished, final reports clean` |
| Time the final worst path needs with I/O delays and setup | `roughly 1.4 ns` |
| Maximum fanout along the worst path | `5` |
| Largest stage delay, worst path | `0.48 ns` |
| Cell with the most instances after synthesis | `sky130_fd_sc_hd__mux4_2` |
[worst max-delay path: cells and delay by family]
kind / cells / cell delay, ns
buffers and inverters: 3 / 0.36
multiplexers: 1 / 0.48
[cell type report]
type,instances,area [sq um]
repair buffers,61,531
fillers,392,2580
multi-input cells,12,251
well taps,46,57.6
[per-stage QoR]
stage	setup WS [ns]	instance area (sq um)	hold slack, ns
6_report	0.0558	840	1.02
5_1_grt	0.0146	840	1.05
4_1_cts	0.000418	836	1.06
3_5_place_dp	-0.765	918	1.73
3_3_place_gp	-0.756	918	1.73
2_1_floorplan	0.284	279	0.686
[layout by cell type (no fill, tap or decap), drive strengths merged]
cell type,instances
mux4,11
dlygate4sd2,45
conb,1
buf,16
[timing repair]
| item | in CTS | in global routing |
|---|---|---|
| gates resized | 87 | 1 |
| setup endpoints to repair | 11 | 10 |
| hold buffers | 0 | 0 |
| gates cloned | 1 | 0 |
[power by group]
group / internal (uW) / switching [uW] / total (uW) / leakage, uW
clock network: 0 / 0 / 0 / 0
registers: 0 / 0 / 0 / 0
logic: 144 / 46.3 / 190 / 0.000394
total: 144 / 46.3 / 190 / 0.000394
[cells by family after synthesis]
kind of cell / synth area share (%)
buf+inv: 8.52
mux: 90.1
other cells: 1.34
[metal layers]
| metal | vias to the layer above | global-route usage [%] | routed length, microns |
|---|---|---|---|
| li1 | 190 | - | - |
| met1 | 198 | 6.15 | 639 |
| met2 | 13 | 12.3 | 1210 |
| met3 | 0 | 1.02 | 79 |
| met4 | 0 | 0 | 0 |
| met5 | - | 0 | 0 |
[how the worst max path moves through the flow]
stage / start / end / slack [ns]
after CTS: refreshcounter[0] / digito[1] / 0.0004
after global routing: refreshcounter[0] / segmentos[5] / 0.01
final: refreshcounter[0] / digito[1] / 0.06
Power is estimated from default activity; no workload was simulated.
