<file path="flow/config.mk">
export PLATFORM = sky130hd
export DESIGN_NAME = load_counter
export DESIGN_NICKNAME = load_counter
export VERILOG_FILES = /design/flow/design.v
export SDC_FILE = /design/flow/constraint.sdc
export NUM_CORES = 4
export LEC_CHECK = 1
export CORE_AREA = 10 10 70 70
export DIE_AREA = 0 0 80 80
</file>
<file path="flow/constraint.sdc">
current_design load_counter

set clk_period 1.6
set clk_io_pct 0.2

create_clock -name clk0 -period $clk_period [get_ports {clk}]

set non_clock_inputs [all_inputs -no_clocks]
set_input_delay [expr $clk_period * $clk_io_pct] -clock clk0 $non_clock_inputs
set_output_delay [expr $clk_period * $clk_io_pct] -clock clk0 [all_outputs]
</file>
<file path="flow/design.v">
module flipflopJK(J,K,Clk,clear,Qout);
    input J,K;   
    input Clk;   
    input clear;     
    output Qout;   
    reg Qout;
    always@ (posedge(Clk))   
    begin
        if(~clear)  
            Qout = 0;
            else
                if(clear)  
                    if(J == 0 && K == 0)    
                        Qout = Qout;  
                    else if(J == 0 && K == 1)
                        Qout = 0;   
                    else if(J == 1 && K == 0)
                        Qout = 1;   
                    else
                        Qout = ~Qout;   
                else
                    Qout = Qout;  
    end
endmodule
module load_counter(
	input clear,
	input clk,
	input load,
	input count_permission,
	input [4:0] load_data,
	output [4:0] contagem,
	output [4:0] saida
);
wire count = count_permission & ~load;
wire [4:0]J;
wire [4:0]K;
assign J[0] = (load & load_data[0]) | count;
assign K[0] = (load & ~load_data[0]) | count;
flipflopJK f0(J[0],K[0],clk,clear,contagem[0]);
wire aux = count & contagem[0];
assign J[1] =(load & load_data[1]) | aux;
assign K[1] = (load & ~load_data[1]) | aux;
flipflopJK f1(J[1],K[1],clk,clear,contagem[1]);
wire aux2 = count & contagem[0] & contagem[1];
assign J[2] = (load & load_data[2]) | aux2;
assign K[2] = (load & ~load_data[2]) | aux2;
flipflopJK f2(J[2],K[2],clk,clear,contagem[2]);
wire aux3 = count & contagem[0] & contagem[1] & contagem[2];
assign J[3] = (load & load_data[3]) | aux3;
assign K[3] = (load & ~load_data[3]) |aux3;
flipflopJK f3(J[3],K[3],clk,clear,contagem[3]);
wire aux4 = count & contagem[0] & contagem[1] & contagem[2] & contagem[3];
assign J[4] = (load & load_data[4]) | aux4;
assign K[4] = (load & ~load_data[4]) |aux4;
flipflopJK f4(J[4],K[4],clk,clear,contagem[4]);
assign saida = ~contagem;
endmodule
</file>
<file path="flow/run.sh">
#!/bin/bash
# OpenROAD 26Q1-2900-gdf79404cd8, Yosys 0.63+post, stock flow scripts
make -C /OpenROAD-flow-scripts/flow DESIGN_CONFIG=/design/flow/config.mk WORK_HOME=/design/flow/orfs finish
</file>
==> impl_metrics.tcl <==
# place-and-route summary
set metrics [dict create \
    cp_slowest_cell "clkdlybuf4s50_1" \
    finalMaxSlewViolations 0 \
    grt_pass1_wl_um 1504 \
    hold_violations 0 \
    cp.required_ns 1.28 \
    ys.flops 5 \
    design_area_um2 526.8 \
    ant_nets 0 \
    period_needed_ns 1.519 \
    postCtsHoldBufs 0 \
    num_vias 291 \
    start_kind "register" \
    cts_resized 0 \
    crit_buf_inv 1 \
    crit_arrival_ns 1.20 \
    tritoncts "built" \
    clock_tree.htree_level_count 1 \
    grtUsageTotal_pct 2.870 \
    dr.pass1.iters 2 \
    area_growth_pct 85.46 \
    antenna_found_initial 0 \
    post_cts_buffers 0 \
    min_path_type "register to register" \
    die_height_um 80 \
    postSynthCellCount 36 \
    netlist_area_um2 284.0 \
    peakVddDrop_mv 0.1943 \
    vias_per_cell 2.881 \
    path_clk_slew_ns 0.05 \
    grt_max_degree 9 \
    yosysTopAreaCell "dfxtp_1" \
    power_density_nw_per_um2 718.8 \
    die_w_um 80 \
    critPathMaxFanout 6 \
    setup_slack_ns 0.08124 \
    warnings 25 \
    coreArea_um2 3416 \
    cts_sinks 5 \
    path_cells "clkdlybuf4s50_1" \
    area_leaders "dfxtp_1, buf_4, xnor2_1" \
    cts_buffer_depth 2 \
    hpwl_um 828.5 \
    synth_seq_share_pct 35.24 \
    wl_um 931 \
    drive_gt1_share_pct 12.73 \
    grt.overflow.total 0 \
    place_area_um2 499.2 \
    slew_headroom_pct 84.45 \
    pin_count 19 \
    initCoreUtil_pct 8.315 \
    cts_root_buffer "clkbuf_4" \
    p_leak_uw 0.0001924 \
    clk_latency_ns 0.24 \
    std_cell_rows 21 \
    end_kind "primary output" \
    finalWeightedCongestion 0.7299 \
    ys_cells 36 \
    grt_pass1_vias 303 \
    cap_violations 0 \
    yosysWarnings 1 \
    ys_area_um2 284.0 \
    cp_top_family "buffers and inverters" \
    dieArea_um2 6400 \
    io_buffers 18 \
    clock.fmax_mhz 658.4 \
    drt_iter0_drc 9 \
    finClkSkew_ns 0.005453 \
    fin_crit_sh_pct 94.92 \
    num-fill-cells 403 \
    crit_type "register to primary output" \
    synth_top_area_share_pct 35.24 \
    final-setup-viol-count 0 \
    worstMarginPinSlew_ns 0.2329 \
    lay_top_count "clkdlybuf4s50_1" \
    diodes 0 \
    cts_buffers 3 \
    cpPeakStageDelay_ns 0.51 \
    fin_setup_tns_ns 0 \
    synth_cell_type_count 12 \
    layout_top_cells "clkdlybuf4s50_1, inv_1, o21ai_0" \
    avgSynthCellArea_um2 7.890 \
    drc 0 \
    place_ws_ns 0.1149 \
    rsz0062_at_grt "no" \
    status "complete, no violations" \
    wl_per_cell_um 9.218 \
]
power by group:
part	internal (uW)	switching, uW	leakage [uW]	total (uW)
clock network	90.6	55.3	0.0000177	146
logic	61.6	26.2	0.000133	87.7
registers	134	10.5	0.0000416	145
final cells by class:
type	instances	area [um2]	share of cell area, %
repair buffers	20	195.2	37.05
multi-input cells	20	123.9	23.52
flip-flops and latches	5	100.1	19.00
well taps	46	57.56	10.93
clock buffers	3	22.52	4.276
inverters	6	22.52	4.276
clock inverters	1	5.005	0.9501
final timing paths:
check	from	end	slack [ns]	depth (start not counted)
worst max-delay path	f0.Qout	contagem[0]	0.08	1
worst min-delay path	f4.Qout	f4.Qout	0.54	2
worst max register to register	f0.Qout	f4.Qout	0.49	3
worst min register to register	f4.Qout	f4.Qout	0.54	2
cell families (layout without fill, tap and decap cells):
group                     Yosys count  after routing  synth area share, %
AOI/OAI and AO/OA                  10             10                18.06
buffers and inverters              11             30                21.15
DFF                                 5              5                35.24
and+or+nand+nor                     6              6                13.22
xor gates and xnor gates            4              4                12.33
state kept, by name, summed over array words and instances, names as in the netlist:
register  flops
f0.Qout       1
f4.Qout       1
f2.Qout       1
f1.Qout       1
f3.Qout       1
worst min-delay path: stages (launching register included):
cell and delay (ns):
dfxtp_1 0.33, o21ai_0 0.08, a31oi_1 0.08
synth_stat cells, drive strengths merged:
library cell  n
or3           1
a31oi         1
buf           5
nand2         2
o21ai         6
xnor2         4
a21oi         3
and2          1
nand3         1
nand4         1
inv           6
dfxtp         5
routing by layer:
metal	part of all wire [%]	vias to the layer above	wire (um)	track usage [%]
met5	0	-	0	0
met4	2.3	0	21	1.232
met3	5.2	2	48	0.7955
met2	44	11	406	4.334
met1	49	125	455	3.718
li1	-	153	-	-
metrics by stage:
step | util [%] | cells | hold WS, ns | total power [uW]
5_1_grt | 15.42 | 101 | 0.5936 | 401.4
3_3_place_gp | 14.62 | 97 | 0.5225 | 235.9
2_1_floorplan | - | 36 | 0.4417 | 179.2
6_report | 15.42 | 101 | 0.5423 | 378.6
3_5_place_dp | 14.62 | 97 | 0.5322 | 236.9
4_1_cts | 15.42 | 101 | 0.5461 | 386.9
Power is estimated from default activity; no workload was simulated.
