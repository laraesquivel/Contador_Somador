--- /design/flow/constraint.sdc ---
current_design binary_to_BCD

set clk_period 6.3
set clk_io_pct 0.2

create_clock -name clk0 -period $clk_period

set non_clock_inputs [all_inputs -no_clocks]
set_input_delay [expr $clk_period * $clk_io_pct] -clock clk0 $non_clock_inputs
set_output_delay [expr $clk_period * $clk_io_pct] -clock clk0 [all_outputs]
--- /design/flow/run.sh ---
#!/bin/bash
# OpenROAD 26Q1-2900-gdf79404cd8, Yosys 0.63+post, stock flow scripts
make -C /OpenROAD-flow-scripts/flow DESIGN_CONFIG=/design/flow/config.mk WORK_HOME=/design/flow/orfs finish
--- /design/flow/design.v ---
module add3(in,out);
input [3:0] in;
output [3:0] out;
reg [3:0] out;
always @ (in)
	case (in)
	4'b0000: out <= 4'b0000;
	4'b0001: out <= 4'b0001;
	4'b0010: out <= 4'b0010;
	4'b0011: out <= 4'b0011;
	4'b0100: out <= 4'b0100;
	4'b0101: out <= 4'b1000;
	4'b0110: out <= 4'b1001;
	4'b0111: out <= 4'b1010;
	4'b1000: out <= 4'b1011;
	4'b1001: out <= 4'b1100;
	default: out <= 4'b0000;
	endcase
endmodule
module binary_to_BCD(A,ONES,TENS,HUNDREDS);
input [7:0] A;
output [3:0] ONES, TENS;
output [1:0] HUNDREDS;
wire [3:0] c1,c2,c3,c4,c5,c6,c7;
wire [3:0] d1,d2,d3,d4,d5,d6,d7;
assign d1 = {1'b0,A[7:5]};
assign d2 = {c1[2:0],A[4]};
assign d3 = {c2[2:0],A[3]};
assign d4 = {c3[2:0],A[2]};
assign d5 = {c4[2:0],A[1]};
assign d6 = {1'b0,c1[3],c2[3],c3[3]};
assign d7 = {c6[2:0],c4[3]};
add3 m1(d1,c1);
add3 m2(d2,c2);
add3 m3(d3,c3);
add3 m4(d4,c4);
add3 m5(d5,c5);
add3 m6(d6,c6);
add3 m7(d7,c7);
assign ONES = {c5[2:0],A[0]};
assign TENS = {c7[2:0],c5[3]};
assign HUNDREDS = {c6[3],c7[3]};
endmodule
--- /design/flow/config.mk ---
export PLATFORM = sky130hd
export DESIGN_NAME = binary_to_BCD
export DESIGN_NICKNAME = binary_to_BCD
export VERILOG_FILES = /design/flow/design.v
export SDC_FILE = /design/flow/constraint.sdc
export NUM_CORES = 4
export LEC_CHECK = 1
export CORE_AREA = 10 10 73 73
export DIE_AREA = 0 0 83 83
==> results.sh <==
# source this file to load flow results
export IMPL_finish_instance_area_um2=848
export IMPL_critPathLaunch="A[4]"
export IMPL_hold_start="A[0]"
export IMPL_period_minus_slack_ns=5.42
export IMPL_warning_count=32
export IMPL_total_power_uw=64.0
export IMPL_fp_dieH_um=83
export IMPL_crit_required_ns=5.04
export IMPL_final_clkbuf_count=0
export IMPL_ys_seq_share_pct=0
export IMPL_p_comb_share_pct=100.0
export IMPL_path_depth=7
export IMPL_grt_use_total_pct=5.19
export IMPL_fin_hold_ws_ns=2.52
export IMPL_ys_chip_area_um2=704
export IMPL_fp_utilization_pct=18.8
export IMPL_fmax_ghz=0.185
export IMPL_power_frac_seq_pct=0
export IMPL_grt_ovfl_total=0
export IMPL_drive_gt1_share_pct=5.26
export IMPL_synth_warnings=1
export IMPL_postRouteAntennaNets=0
export IMPL_use_met2_pct=9.15
export IMPL_p_leak_nw=0.283
export IMPL_tightest_slew_ns=0.758
export IMPL_viasPerCell=4.92
export IMPL_dpl_hpwl_um=1410
export IMPL_crit_buf_inv=2
export IMPL_setup_ws_ns=0.884
export IMPL_worstPathArrival_ns=4.16
export IMPL_grt_antenna_before_repair=0
export IMPL_synthCells=109
export IMPL_yosys_cells=109
export IMPL_final_hold_violation_count=0
export IMPL_ir_drop_mv=0.0237
export IMPL_setup_worst_path_class="input pin to primary output"
export IMPL_wl_um=1930
export IMPL_dpl_cell_count=162
export IMPL_netlist_area_um2=704
export IMPL_grt_pass1_wl_um=3330
export IMPL_final_util_pct=22.7
export IMPL_post_cts_setup_buffer_count=0
export IMPL_p_switching_uw=30.1
export IMPL_crit_family="buffers and inverters"
export IMPL_regArea_um2=0
export IMPL_rows=22
export IMPL_maxCapViolCount=0
export IMPL_cts_resized_gates=0
export IMPL_p_per_area_nw_per_um2=75.4
export IMPL_top_area_share_pct=5.86
export IMPL_dieArea_um2=6890
export IMPL_fill_cells=437
export IMPL_worstSetupEndpointType="primary output"
export IMPL_largest_area_cell="nand2_1"
export IMPL_grt_busiest_layer="met2"
export IMPL_pre_cts_slack_ns=0.896
export IMPL_path_common_cell="clkdlybuf4s50_1"
export IMPL_met1_usage_pct=6.88
export IMPL_ff_count=0
export IMPL_antenna_cells=0
export IMPL_max_slew_margin_pct=49.3
export IMPL_hp_class="input pin to primary output"
export IMPL_netSwitchingFraction_pct=47.0
export IMPL_coreArea_um2=3740
export IMPL_min_period_over_period_pct=86.0
export IMPL_drc=0
export IMPL_first_pass_iters=4
export IMPL_avgSynthCellArea_um2=6.46
export IMPL_top_cells_by_area="nand2_1, o21ai_0, buf_6"
export IMPL_postCtsHoldBufs=0
export IMPL_wl_per_cell_um=11.9
export IMPL_finalWeightedCongestion=0.823
export IMPL_yosysUniqueCellTypes=45
export IMPL_pin_count=18
export IMPL_critPathSlowestCell="clkdlybuf4s50_1"
export IMPL_p_clk_share_pct=0
export IMPL_max_stage_delay_ns=0.90
export IMPL_worstSetupEndpoint="ONES[1]"
export IMPL_rsz0062_at_grt="false"
export IMPL_placed_area_um2=848
export IMPL_cp_start_kind="input pin"
export IMPL_intPower_uw=33.9
export IMPL_setup_tns_ns=0
export IMPL_grt_max_degree=26
export IMPL_first_global_vias=725
export IMPL_syn_to_final_growth_pct=20.4
export IMPL_cp_max_fo=21
export IMPL_crit_chain="clkdlybuf4s50_1, nor2b_1, a22o_1, a222oi_1, nor4b_2, a2bb2oi_2, clkdlybuf4s50_1"
export IMPL_drtIter0Drc=43
export IMPL_via_count=797
export IMPL_status="finished clean"
export IMPL_portBuffers=16
export IMPL_grt_use_met3_pct=0.689
export IMPL_die_x_um=83
export IMPL_finalNonFillerCells=162
export IMPL_drv_slew=0
export IMPL_setup_viol=0
how the worst min path moves through the flow:
stage                 endpoint  cells past startpoint
after CTS              ONES[0]                      0
final                  ONES[0]                      0
after global routing   ONES[0]                      0
logic make-up after synthesis:
logic type | Yosys count | synth area share, %
AND/OR/NAND/NOR | 47 | 38.9
AND-OR/OR-AND | 40 | 41.0
buffers and inverters | 18 | 15.1
XOR/XNOR | 4 | 4.97
power by group through the flow:
stage | registers [mW] | logic [mW] | clock network, mW
CTS | 0 | 0.0644 | 0
global route | 0 | 0.0719 | 0
finish | 0 | 0.0640 | 0
cell type report:
type | instances | area (um2) | area share, %
Tap cell | 48 | 60.1 | 7.08
Multi-Input combinational cell | 91 | 598 | 70.5
Inverter | 6 | 22.5 | 2.65
Timing Repair Buffer | 17 | 168 | 19.8
layer usage:
| layer | share of wire, % | vias to the layer above |
|---|---|---|
| met4 | 0 | 0 |
| met5 | 0 | - |
| li1 | - | 422 |
| met1 | 47 | 352 |
| met2 | 47 | 23 |
| met3 | 6.5 | 0 |
synth_stat cells, types with 2 or more instances:
master / instances
xnor2_1: 3
nand2_1: 11
a22oi_1: 2
nor3_1: 5
clkbuf_1: 2
nor3b_1: 4
buf_6: 3
a21oi_1: 5
nor2_1: 5
a31oi_1: 4
o21a_1: 2
nand3_1: 2
buf_2: 4
o22ai_1: 3
o211ai_1: 2
inv_1: 6
nand2b_1: 2
and3_1: 2
o221ai_1: 2
and2_1: 2
o21ai_0: 7
nor2b_1: 4
buf_4: 3
or3_1: 3
cells in the final DEF, fill, tap and decap left out, drive strengths merged, types with 2 or more instances in the layout:
cell,instances
a21oi,5
a22oi,2
a31oi,4
and2,2
and3,2
clkdlybuf4s50,16
inv,6
nand2,11
nand2b,2
nand3,2
nor2,5
nor2b,5
nor3,5
nor3b,4
o211ai,2
o21a,2
o21ai,7
o221ai,2
o22ai,3
or2,2
or3,3
xnor2,3
Power figures rest on the tool's default switching activity, not on a simulated workload.
